==> /design/flow/design.v <==
parameter SIZE = 69;
module grn (
	input logic rst, 
	input logic clk,
	input logic start_in,
	input logic done_in,
	input logic [SIZE-1:0] conf_in,
	output logic [SIZE-1:0] conf_out,
	output logic [31:0] length_out,
	output logic [31:0] transient_out,
	output logic done_out
);
typedef enum{
	STATE_RST,
   STATE_RUN,
   STATE_FINISH,
   STATE_IDLE,
	STATE_INIT
	}
	t_state;
	t_state state_V1, state_V2;
	typedef enum logic [2:0]{
	STATE_RESET,
   STATE_TRANSIENT,
   STATE_LENGTH,
   STATE_DONE,
	STATE_BUBBLE,
	STATE_CONFIG}
	c_state;
c_state state_control;
reg [SIZE-1:0] V1;
reg [SIZE-1:0] V2;
reg [SIZE:0] atractor;
reg [31:0] count;
reg [31:0] transient;
reg [31:0] length_value;
reg stop_1;
reg stop_2;
always @ (posedge clk)
  begin : FSM_1
  if (rst == 1'b1) begin
	 state_V1 <= STATE_RST;
  end
  else begin
    case(state_V1)
      STATE_RST	:	begin
								state_V1 <= STATE_INIT;
							end
		STATE_INIT	: 	begin
								if(start_in == 1'b1) begin
									V1 <= conf_in;
									count <= 32'h00000000;
									state_V1 <= STATE_RUN;
								end
							end
		STATE_RUN 	: 	begin
								if (stop_1 == 1'b0) begin
									V1[0] <= V1[40];
									V1[1] <= V1[40] & ~ V1[32];
									V1[2] <= V1[35] & ~ (V1[36] | V1[6]);
									V1[3] <= ((V1[50] | V1[33]) & V1[36]) & ~ V1[2];
									V1[4] <= ~ (V1[20] & 0);
									V1[5] <= (V1[48] | V1[31]) & ~ (V1[33] | V1[36]);
									V1[6] <= (V1[7] | V1[8]) & ~ V1[21];
									V1[7] <= V1[17] & ~ (V1[10] | V1[32]);
									V1[8] <= V1[13] & ~ (V1[21] | V1[32]);
									V1[9] <= V1[46] & ~ V1[47];
									V1[10] <= V1[31];
									V1[11] <= V1[42] & V1[52];
									V1[12] <= (V1[4] | V1[48] | V1[26]) & ~ V1[20];
									V1[13] <= V1[30];
									V1[14] <= V1[34];
									V1[15] <= V1[28];
									V1[16] <= V1[64];
									V1[17] <= V1[52] | V1[16];
									V1[18] <= V1[15];
									V1[19] <= V1[59];
									V1[20] <= ~ (V1[14] | V1[2]);
									V1[21] <= (V1[31] | V1[48]) & ~ V1[43];
									V1[22] <= ~ V1[23];
									V1[23] <= (V1[2] | (V1[42] & V1[52]));
									V1[24] <= V1[19] & ~ V1[49];
									V1[25] <= V1[1] | V1[29];
									V1[26] <= ((V1[4] | V1[15]) & V1[25]) & ~ V1[20];
									V1[27] <= (V1[33] & V1[2]) & ~ (V1[20] | V1[0]);
									V1[28] <= V1[38] | V1[40];
									V1[29] <= V1[9] | V1[51] | V1[52];
									V1[30] <= (V1[3] | V1[50] | V1[9]) & ~ V1[5];
									V1[31] <= ~ V1[22];
									V1[32] <= (V1[33] | V1[44]) & ~ (V1[20] | V1[6]);
									V1[33] <= (V1[37] | V1[25] | V1[0]) & ~ V1[27];
									V1[34] <= V1[11];
									V1[35] <= (V1[14] | V1[39]) & ~ V1[37];
									V1[36] <= V1[9] & ~ V1[2];
									V1[37] <= V1[33] & ~ (V1[31] | V1[26]);
									V1[38] <= V1[9] | V1[39];
									V1[39] <= V1[14] | V1[19];
									V1[40] <= V1[52] & ~ V1[41];
									V1[41] <= V1[31] | V1[48];
									V1[42] <= V1[47];
									V1[43] <= V1[30];
									V1[44] <= V1[51] & ~ V1[26];
									V1[45] <= V1[44] | V1[31];
									V1[46] <= V1[33] | V1[17];
									V1[47] <= V1[15] | V1[52];
									V1[48] <= V1[24];
									V1[49] <= V1[48];
									V1[50] <= V1[7] & ~ V1[5];
									V1[51] <= V1[57] & ~ V1[45];
									V1[52] <= V1[54];
									V1[53] <= (V1[62] | V1[65]) & ~ V1[59];
									V1[54] <= V1[58];
									V1[55] <= V1[60] & ~ (V1[63] | V1[57]);
									V1[56] <= (V1[61] | V1[63]) & ~ (V1[62] | V1[57] | V1[60]);
									V1[57] <= V1[53];
									V1[58] <= (V1[63] | V1[66]) & ~ V1[62];
									V1[59] <= V1[58] | V1[65] | V1[31];
									V1[60] <= V1[65] | V1[55];
									V1[61] <= V1[65] | V1[58];
									V1[62] <= V1[53] | V1[55];
									V1[63] <= V1[56] | V1[64];
									V1[64] <= V1[63] & ~ V1[57];
									V1[65] <= (V1[66] | V1[54]) & ~ V1[62];
									V1[66] <= V1[31];
									V1[67] <= (V1[18] & V1[12]) & ~ (V1[32] | V1[6]);
									V1[68] <= V1[6];			
									count <= count + 1;
									state_V1 <= STATE_RUN;
								end
								else begin
									state_V1 <= STATE_INIT;
								end
								end
		STATE_IDLE	:	begin
								state_V1 <= STATE_IDLE;
							end
		default : 		begin
								state_V1 <= STATE_IDLE;
							end
    endcase
  end
 end 
always @ (posedge clk)
  begin : FSM2
  if (rst == 1'b1) begin
	 state_V2 <= STATE_RST;
  end
  else begin
    case(state_V2)
		STATE_RST	:	begin
								state_V2 <= STATE_INIT;
							end
      STATE_INIT	:	begin
								if(start_in == 1'b1) begin
									conf_out <= conf_in;
									V2 <= conf_in;
									state_V2 <= STATE_RUN;
								end
							end
		STATE_RUN 	: 	begin
								if (stop_2 == 1'b0) begin
									V2[0] <= (V2[52] & ~ V2[41]);
									V2[1] <= (V2[52] & ~ V2[41]) & ~ ((V2[33] | V2[44]) & ~ (V2[20] | V2[6]));
									V2[2] <= ((V2[14] | V2[39]) & ~ V2[37]) & ~ ((V2[9] & ~ V2[2]) | ((V2[7] | V2[8]) & ~ V2[21]));
									V2[3] <= (((V2[7] & ~ V2[5]) | ((V2[37] | V2[25] | V2[0]) & ~ V2[27])) & (V2[9] & ~ V2[2])) & ~ (V2[35] & ~ (V2[36] | V2[6]));
									V2[4] <= ~ ((~ (V2[14] | V2[2])) & 0);
									V2[5] <= ((V2[24]) | (~ V2[22])) & ~ (((V2[37] | V2[25] | V2[0]) & ~ V2[27]) | (V2[9] & ~ V2[2]));
									V2[6] <= ((V2[17] & ~ (V2[10] | V2[32])) | (V2[13] & ~ (V2[21] | V2[32]))) & ~ ((V2[31] | V2[48]) & ~ V2[43]);
									V2[7] <= (V2[52] | V2[16]) & ~ ((V2[31]) | ((V2[33] | V2[44]) & ~ (V2[20] | V2[6])));
									V2[8] <= (V2[30]) & ~ (((V2[31] | V2[48]) & ~ V2[43]) | ((V2[33] | V2[44]) & ~ (V2[20] | V2[6])));
									V2[9] <= (V2[33] | V2[17]) & ~ (V2[15] | V2[52]);
									V2[10] <= (~ V2[22]);
									V2[11] <= (V2[47]) & (V2[54]);
									V2[12] <= ((~ (V2[20] & 0)) | (V2[24]) | (((V2[4] | V2[15]) & V2[25]) & ~ V2[20])) & ~ (~ (V2[14] | V2[2]));
									V2[13] <= ((V2[3] | V2[50] | V2[9]) & ~ V2[5]);
									V2[14] <= (V2[11]);
									V2[15] <= (V2[38] | V2[40]);
									V2[16] <= (V2[63] & ~ V2[57]);
									V2[17] <= (V2[54]) | (V2[64]);
									V2[18] <= (V2[28]);
									V2[19] <= (V2[58] | V2[65] | V2[31]);
									V2[20] <= ~ ((V2[34]) | (V2[35] & ~ (V2[36] | V2[6])));
									V2[21] <= ((~ V2[22]) | (V2[24])) & ~ (V2[30]);
									V2[22] <= ~ ((V2[2] | (V2[42] & V2[52])));
									V2[23] <= ((V2[35] & ~ (V2[36] | V2[6])) | ((V2[47]) & (V2[54])));
									V2[24] <= (V2[59]) & ~ (V2[48]);
									V2[25] <= (V2[40] & ~ V2[32]) | (V2[9] | V2[51] | V2[52]);
									V2[26] <= (((~ (V2[20] & 0)) | (V2[28])) & (V2[1] | V2[29])) & ~ (~ (V2[14] | V2[2]));
									V2[27] <= (((V2[37] | V2[25] | V2[0]) & ~ V2[27]) & (V2[35] & ~ (V2[36] | V2[6]))) & ~ ((~ (V2[14] | V2[2])) | (V2[40]) );
									V2[28] <= (V2[9] | V2[39]) | (V2[52] & ~ V2[41]);
									V2[29] <= (V2[46] & ~ V2[47]) | (V2[57] & ~ V2[45]) | (V2[54]);
									V2[30] <= ((((V2[50] | V2[33]) & V2[36]) & ~ V2[2]) | (V2[7] & ~ V2[5]) | (V2[46] & ~ V2[47])) & ~ ((V2[48] | V2[31]) & ~ (V2[33] | V2[36]));
									V2[31] <= ~ (~V2[23]);
									V2[32] <= (((V2[37] | V2[25] | V2[0]) & ~ V2[27]) | (V2[51] & ~ V2[26])) & ~ ((~ (V2[14] | V2[2])) | ((V2[7] | V2[8]) & ~ V2[21]));
									V2[33] <= ((V2[33] & ~ (V2[31] | V2[26])) | (V2[1] | V2[29]) | (V2[40]) ) & ~ ((V2[33] & V2[2]) & ~ (V2[20] | V2[0]));
									V2[34] <= (V2[42] & V2[52]);
									V2[35] <= ((V2[34]) | (V2[14] | V2[19])) & ~ (V2[33] & ~ (V2[31] | V2[26]));
									V2[36] <= (V2[46] & ~ V2[47]) & ~ (V2[35] & ~ (V2[36] | V2[6]));
									V2[37] <= ((V2[37] | V2[25] | V2[0]) & ~ V2[27]) & ~ ((~ V2[22]) | (((V2[4] | V2[15]) & V2[25]) & ~ V2[20]));
									V2[38] <= (V2[46] & ~ V2[47]) | (V2[14] | V2[19]);
									V2[39] <= (V2[34]) | (V2[59]);
									V2[40] <= (V2[54]) & ~ (V2[31] | V2[48]);
									V2[41] <= (~ V2[22]) | (V2[24]);
									V2[42] <= (V2[15] | V2[52]);
									V2[43] <= ((V2[3] | V2[50] | V2[9]) & ~ V2[5]);
									V2[44] <= (V2[57] & ~ V2[45]) & ~ (((V2[4] | V2[15]) & V2[25]) & ~ V2[20]);
									V2[45] <= (V2[51] & ~ V2[26]) | (~ V2[22]);
									V2[46] <= ((V2[37] | V2[25] | V2[0]) & ~ V2[27]) | (V2[52] | V2[16]);
									V2[47] <= (V2[28]) | (V2[54]);
									V2[48] <= (V2[19] & ~ V2[49]);
									V2[49] <= (V2[24]);
									V2[50] <= (V2[17] & ~ (V2[10] | V2[32])) & ~ ((V2[48] | V2[31]) & ~ (V2[33] | V2[36]));
									V2[51] <= (V2[53]) & ~ (V2[44] | V2[31]);
									V2[52] <= (V2[58]);
									V2[53] <= ((V2[53] | V2[55]) | ((V2[66] | V2[54]) & ~ V2[62])) & ~ (V2[58] | V2[65] | V2[31]);
									V2[54] <= ((V2[63] | V2[66]) & ~ V2[62]);
									V2[55] <= (V2[65] | V2[55]) & ~ ((V2[56] | V2[64]) | (V2[53]));
									V2[56] <= ((V2[65] | V2[58]) | (V2[56] | V2[64])) & ~ ((V2[53] | V2[55]) | (V2[53]) | (V2[65] | V2[55]));
									V2[57] <= ((V2[62] | V2[65]) & ~ V2[59]);
									V2[58] <= ((V2[56] | V2[64]) | (V2[31])) & ~ (V2[53] | V2[55]);
									V2[59] <= ((V2[63] | V2[66]) & ~ V2[62]) | ((V2[66] | V2[54]) & ~ V2[62]) | (~ V2[22]);
									V2[60] <= ((V2[66] | V2[54]) & ~ V2[62]) | (V2[60] & ~ (V2[63] | V2[57]));
									V2[61] <= ((V2[66] | V2[54]) & ~ V2[62]) | ((V2[63] | V2[66]) & ~ V2[62]);
									V2[62] <= ((V2[62] | V2[65]) & ~ V2[59]) | (V2[60] & ~ (V2[63] | V2[57]));
									V2[63] <= ((V2[61] | V2[63]) & ~ (V2[62] | V2[57] | V2[60])) | (V2[63] & ~ V2[57]);
									V2[64] <= (V2[56] | V2[64]) & ~ (V2[53]);
									V2[65] <= ((V2[31]) | (V2[58])) & ~ (V2[53] | V2[55]);
									V2[66] <= (~ V2[22]);
									V2[67] <= ((V2[15]) & ((V2[4] | V2[48] | V2[26]) & ~ V2[20])) & ~ (((V2[33] | V2[44]) & ~ (V2[20] | V2[6])) | ((V2[7] | V2[8]) & ~ V2[21]));
									V2[68] <= ((V2[7] | V2[8]) & ~ V2[21]);
									state_V2 <= STATE_RUN;
								end
								else begin
									state_V2 <= STATE_INIT;
								end
								end
		STATE_IDLE	:	begin
								state_V2 <= STATE_IDLE;
							end
		default : 		begin
								state_V2 <= STATE_IDLE;
							end
    endcase
  end 
 end
always @ (posedge clk)
  begin : FSM_C
  if (rst == 1'b1) begin
	 state_control <= STATE_RESET;
	 stop_1 <= 1'b0;
	 stop_2 <= 1'b0;
  end
  else begin
    case(state_control)
      STATE_RESET 		:	begin
										state_control <= STATE_CONFIG;
									end
		STATE_CONFIG		: 	begin
										if(start_in == 1'b1) begin
											state_control <= STATE_BUBBLE;
										end
									end
		STATE_BUBBLE		: 	begin
										state_control <= STATE_TRANSIENT;
									end
		STATE_TRANSIENT 	: 	begin
										if (V1 == V2) begin
											atractor <= V2;
											transient <= count;
											transient_out<= count;
											state_control <= STATE_LENGTH;
											stop_2<=1;
										end
										else begin
											state_control <= STATE_TRANSIENT;
										end
									end
		STATE_LENGTH		:	begin
										if (V1 == atractor) begin
											done_out <= 1'b1;
											stop_1<=1;
											length_out <= count - transient;
											state_control <= STATE_DONE;
										end
										else begin
											state_control <= STATE_LENGTH;
										end
									end
		STATE_DONE			: 	begin
										stop_1<=0;
										stop_2<=0;
										if (start_in == 1'b1) begin
											done_out <= 1'b0;
											state_control <= STATE_BUBBLE;
										end
										if (done_in == 1'b1) begin
											done_out <= 1'b0;
											state_control <= STATE_DONE;
										end
									end
		default 				: 	begin
										state_control <= STATE_DONE;	
									end
    endcase
	end
  end 
  endmodule 
parameter BLOCKS_NUMBER = 16;
parameter VECTOR_SIZE   = 69 ;
parameter TOTAL_STATES	= 16;  
module top_grn (
	input logic rst, 
	input logic clk,
	output logic finish,	
	output logic [511:0] transient
);
typedef enum logic [2:0]{ 	
			STATE_RST,
			STATE_RUN,
			STATE_FINISH,
			STATE_START1,
			STATE_START2,
			STATE_HANDLE,
			STATE_DONE,
			STATE_SET} t_state;
t_state state;
wire done_in[BLOCKS_NUMBER-1:0];
wire [31:0] length_out[BLOCKS_NUMBER];
wire [31:0] transient_out[BLOCKS_NUMBER];
reg  [31:0] blocks_running;
reg [31:0] block_ID;
wire [31:0] transient_wire[BLOCKS_NUMBER];
reg [31:0] transient_reg[TOTAL_STATES];
reg [TOTAL_STATES-1:0] length_reg;
wire [VECTOR_SIZE-1:0] conf_out[BLOCKS_NUMBER];
reg [VECTOR_SIZE-1:0] conf_init[BLOCKS_NUMBER];
reg done_out[BLOCKS_NUMBER];
reg start_block[BLOCKS_NUMBER];
genvar i;
generate
    for (i=0; i<BLOCKS_NUMBER; i=i+1) begin : gen_grn  
    grn block (
        .clk(clk),
        .rst(rst),
		  .start_in(start_block[i]),
		  .done_in(done_out[i]),
        .conf_in(conf_init[i]),
		  .conf_out(conf_out[i]),
        .length_out(length_out[i]),
        .transient_out(transient_wire[i]),
		  .done_out(done_in[i])
    );
end 
endgenerate
int x;
int states_count;
always @ (posedge clk)
  begin : FSM
  if (rst == 1'b1) begin
    blocks_running <= 32'd0;
	 states_count <= 0;
	 state <= STATE_RST;
  end
  else begin
    case(state)
      STATE_RST		:	begin
									state <= STATE_START1;
								end
		STATE_START1	: 	begin
									for(x = 0; x < BLOCKS_NUMBER; x = x +1) begin
										conf_init[x] <= x;
										start_block[x] <= 1;
									end
									states_count <= BLOCKS_NUMBER;
									blocks_running <= BLOCKS_NUMBER;
									state <= STATE_START2;
								end
		STATE_START2	: 	begin
									for( x = 0; x < BLOCKS_NUMBER; x = x +1) begin
										start_block[x] <= 1'b0;   
									end
									state <= STATE_RUN;
								end
		STATE_RUN 		: 	begin
									state <= STATE_RUN;
									for( x = 0; x < BLOCKS_NUMBER; x = x+1) begin
										if(done_in[x]==1'b1) begin  
											state <= STATE_HANDLE;
											block_ID <= x;
										end
									end
								end
		STATE_HANDLE	:  begin
									transient_reg[conf_out[block_ID]] <= transient_wire[block_ID];
									if(states_count == TOTAL_STATES) begin
										if (blocks_running == 1) begin
											state <= STATE_FINISH;
										end
										else begin
											blocks_running <= blocks_running - 1;
											done_out[block_ID] <= 1;
											state <= STATE_DONE;
										end
									end
									else begin
										conf_init[block_ID] <= states_count;
										start_block[block_ID] <= 1;
										states_count <= states_count + 1;
										state <= STATE_SET;
									end
								end
		STATE_DONE	: 	begin                       
									done_out[block_ID] <= 0;
									state <= STATE_RUN;
								end
		STATE_SET		:	begin
									start_block[block_ID] <= 0;
									state <= STATE_RUN;
								end
		STATE_FINISH	: 	begin
									for(x = 0; x < 16; x = x +1) begin
										transient[x*32+:32] <= transient_reg[x];
									end
									finish <= 1'b1;
								end
		default : 			begin
									state <= STATE_FINISH;
								end
    endcase
  end
  end
  endmodule 
==> /design/flow/run.sh <==
#!/bin/bash
# OpenROAD 26Q1-2900-gdf79404cd8, Yosys 0.63+post, stock flow scripts
make -C /OpenROAD-flow-scripts/flow DESIGN_CONFIG=/design/flow/config.mk WORK_HOME=/design/flow/orfs finish
==> /design/flow/config.mk <==
export PLATFORM = sky130hd
export DESIGN_NAME = top_grn
export DESIGN_NICKNAME = top_grn
export VERILOG_FILES = /design/flow/design.v
export SDC_FILE = /design/flow/constraint.sdc
export NUM_CORES = 4
export LEC_CHECK = 1
export CORE_UTILIZATION = 30
==> /design/flow/constraint.sdc <==
current_design top_grn

set clk_period 36.2
set clk_io_pct 0.2

create_clock -name clk0 -period $clk_period [get_ports {clk}]

set non_clock_inputs [all_inputs -no_clocks]
set_input_delay [expr $clk_period * $clk_io_pct] -clock clk0 $non_clock_inputs
set_output_delay [expr $clk_period * $clk_io_pct] -clock clk0 [all_outputs]
==> impl_metrics.xml <==
<?xml version="1.0" encoding="UTF-8"?>
<metrics>
  <group name="min_path">
    <metric name="worst_hold_path_type" unit="">reg2reg</metric>
    <metric name="min_path_cells" unit="">0</metric>
  </group>
  <group name="critical_path">
    <metric name="setup.reg_to_reg.worst_slack" unit="ns">30.72</metric>
    <metric name="criticalPathCategory" unit="">in2reg</metric>
    <metric name="r2r-start" unit="">block_ID[2]</metric>
    <metric name="reg2reg_depth" unit="">9</metric>
    <metric name="worst-path-max-fanout" unit="">59</metric>
    <metric name="crit_path_end_kind" unit="">flip-flop</metric>
    <metric name="destination_of_the_worst_register_to_register_timing_path" unit="">transient_reg[2][19]</metric>
    <metric name="critPathArrivalTime" unit="ns">11.87</metric>
    <metric name="crit_start" unit="">rst</metric>
    <metric name="crit_end" unit="">conf_init[8][16]</metric>
    <metric name="start_kind" unit="">input port</metric>
    <metric name="required" unit="ns">36.98</metric>
  </group>
  <group name="pwr">
    <metric name="p_per_area" unit="nW/um2">52.86</metric>
    <metric name="cellLeakagePower" unit="uW">0.1030</metric>
    <metric name="vdd.ir_drop.worst" unit="uV">53.67</metric>
  </group>
  <group name="yosys">
    <metric name="synthesis.area" unit="um2">265500</metric>
    <metric name="postSynthAreaPerCell" unit="um2">13.54</metric>
    <metric name="post_synthesis_cell_type_with_the_largest_combined_area" unit="">sky130_fd_sc_hd__edfxtp_1</metric>
    <metric name="yosysChipArea" unit="um2">265500</metric>
    <metric name="postSynthSeqShare" unit="">0.6956</metric>
    <metric name="ys_dominant_reg_cell" unit="">sky130_fd_sc_hd__edfxtp_1</metric>
    <metric name="post_synth_edffs" unit="">5979</metric>
    <metric name="yosys_register_bits" unit="">6236</metric>
    <metric name="postSynthCellCount" unit="">19610</metric>
    <metric name="yosys_cells" unit="">19610</metric>
    <metric name="post_synth_main_area_contributors" unit="">sky130_fd_sc_hd__edfxtp_1 68%, sky130_fd_sc_hd__xor2_1 7.4%, sky130_fd_sc_hd__nor2_1 2.3%</metric>
    <metric name="synthArstFlopShare" unit="">0</metric>
    <metric name="yosys.area.top_type_share" unit="">0.6762</metric>
    <metric name="yosys_warnings" unit="">2</metric>
    <metric name="synth_cell_types" unit="">96</metric>
  </group>
  <group name="clock_network">
    <metric name="worstSkewPairLatency" unit="ns">1.17</metric>
    <metric name="numClockSinks" unit="">6236</metric>
    <metric name="clockRootBuffer" unit="">sky130_fd_sc_hd__clkbuf_16</metric>
    <metric name="postCtsResizedCells" unit="">0</metric>
    <metric name="cts_setup_buffers" unit="">0</metric>
    <metric name="clk_transition_reported_paths" unit="ns">0.06</metric>
    <metric name="cts_tree" unit="">done</metric>
    <metric name="cts_hold_buffers" unit="">0</metric>
    <metric name="tritoncts_buffers" unit="">674</metric>
    <metric name="h-tree-depth" unit="">6</metric>
    <metric name="clock_tree.buffer_depth" unit="">4</metric>
  </group>
  <group name="detailed_routing">
    <metric name="drt-vias-per-instance" unit="">5.119</metric>
    <metric name="detail_route.iter0.violations" unit="">14870</metric>
    <metric name="via_count" unit="">168500</metric>
    <metric name="drtPass1Iterations" unit="">8</metric>
    <metric name="drc" unit="">0</metric>
    <metric name="detailed_route_wl" unit="um">912700</metric>
    <metric name="avgRoutedWirePerCell" unit="um">27.74</metric>
    <metric name="antenna_violating_nets_post_route" unit="">0</metric>
  </group>
  <group name="final_timing">
    <metric name="grt_setup_unrepaired" unit="">false</metric>
    <metric name="timing.final.crit_period" unit="ns">11.09</metric>
    <metric name="slew_headroom" unit="">-0.04038</metric>
    <metric name="slew_viol_final" unit="">2</metric>
    <metric name="report.final.setup_viol" unit="">0</metric>
    <metric name="setup-tns-final" unit="ns">0</metric>
    <metric name="postLayoutSetupSlackWorst" unit="ns">25.11</metric>
    <metric name="maxClockFrequency" unit="MHz">90.13</metric>
    <metric name="final.setup_skew" unit="ns">0.1172</metric>
    <metric name="final_hold_viol_count" unit="">0</metric>
    <metric name="post-route-period-util" unit="">0.3065</metric>
    <metric name="max_slew.worst_pin.slew" unit="ns">1.521</metric>
  </group>
  <group name="grt">
    <metric name="wire_length_of_the_first_global_routing_pass" unit="um">1279000</metric>
    <metric name="maximum_number_of_pins_on_one_net_before_global_route_repair" unit="">161</metric>
    <metric name="first_global_vias" unit="">168700</metric>
    <metric name="grt_usage" unit="">0.2131</metric>
    <metric name="initial_antenna_violation_count" unit="">62</metric>
    <metric name="grt_overflow_total" unit="">0</metric>
  </group>
  <group name="run">
    <metric name="timing.max_cap.violations" unit="">1</metric>
    <metric name="warning_count" unit="">71</metric>
  </group>
  <group name="floorplan">
    <metric name="i_o_pins" unit="">515</metric>
    <metric name="row_count" unit="">345</metric>
    <metric name="die-width" unit="um">942.8</metric>
    <metric name="die_height" unit="um">942.8</metric>
    <metric name="fp.coreArea" unit="um2">882300</metric>
    <metric name="die-area" unit="um2">888800</metric>
    <metric name="initial_core_util" unit="">0.3009</metric>
  </group>
  <group name="placed_design">
    <metric name="detailedPlacementHpwl" unit="um">649600</metric>
    <metric name="detailedPlace.worstSlack" unit="ns">24.00</metric>
    <metric name="gp_congestion" unit="">1.034</metric>
    <metric name="portBuffers" unit="">513</metric>
  </group>
  <group name="outcome">
    <metric name="outcome" unit="">finished with violations</metric>
    <metric name="failed_checks" unit="">capacitance limit, slew limit</metric>
  </group>
  <group name="cells_and_area">
    <metric name="final_layout_top_logic_cells" unit="">5979 x sky130_fd_sc_hd__edfxtp_1, 2257 x sky130_fd_sc_hd__xor2_1, 1609 x sky130_fd_sc_hd__nor2_1, 1325 x sky130_fd_sc_hd__nand2_1, 856 x sky130_fd_sc_hd__o21ai_0</metric>
    <metric name="biggestRegsByFlops" unit="">gen_grn.block.V1 x1104, gen_grn.block.V2 x1104, gen_grn.block.atractor x1104</metric>
    <metric name="area_growth" unit="%">16.18</metric>
    <metric name="final_layout_top_logic_cell" unit="">sky130_fd_sc_hd__edfxtp_1</metric>
    <metric name="final_layout_size_suffix_gt1_frac" unit="">0.09080</metric>
    <metric name="final.fill_count" unit="">83900</metric>
  </group>
</metrics>
## area by class of cell
class,instances,area [um2],area share
Timing Repair Buffer,948,8492,0.02753
Antenna cell,164,410.4,0.001330
Clock buffer,855,17910,0.05807
Multi-Input combinational cell,12030,76470,0.2479
Tap cell,11800,14760,0.04786
Inverter,486,1829,0.005930
Sequential cell,6236,184800,0.5991
Clock inverter,389,3801,0.01232
## cell usage after synthesis (179+ instances only)
library cell and number:
sky130_fd_sc_hd__clkbuf_1 665, sky130_fd_sc_hd__nand4_1 313, sky130_fd_sc_hd__o31ai_1 179, sky130_fd_sc_hd__nand3_1 498, sky130_fd_sc_hd__a21oi_1 558, sky130_fd_sc_hd__xor2_1 2257, sky130_fd_sc_hd__nor2_1 1644, sky130_fd_sc_hd__o21ai_0 863
sky130_fd_sc_hd__dfxtp_1 257, sky130_fd_sc_hd__and3_1 563, sky130_fd_sc_hd__nand2_1 1326, sky130_fd_sc_hd__and2_1 183, sky130_fd_sc_hd__nor4_1 554, sky130_fd_sc_hd__nand2b_1 326, sky130_fd_sc_hd__edfxtp_1 5979, sky130_fd_sc_hd__xnor2_1 370
sky130_fd_sc_hd__nor3_1 435, sky130_fd_sc_hd__inv_1 479, sky130_fd_sc_hd__mux2_2 221
## layer usage
metal  vias to the layer above  share of wire  GRT usage
met5                         -         0.0015    0.01167
met1                     83450           0.35     0.2643
li1                      74580              -          -
met3                      1647           0.15     0.1304
met2                      8737           0.45     0.3088
met4                        50          0.048    0.08233
## worst min path at each step
stage	startpoint	end	slack, ns
4_1_cts	transient_reg[1][31]	transient[63]	0.32
6_report	transient_reg[12][20]	transient[404]	0.33
5_1_grt	transient_reg[1][31]	transient[63]	0.33
## report_power, final
part	switching [uW]	internal, uW
Combinational	625	295
Clock	2970	3840
Sequential	369	8200
Total	3970	12300
## metrics by stage
step	power (uW)	area [um2]	hold slack, ns	util	instances
final	16310	308500	0.3302	0.3496	32910
after global routing	16770	308300	0.3344	0.3495	32860
after CTS	16400	308100	0.3201	0.3491	32750
after detailed placement	9618	286300	0.4045	0.3245	31500
after global placement	9611	286300	0.4003	0.3245	31500
after floorplan	9149	265500	0.4003	-	19610
## kinds of logic (layout without fill, tap and decap cells)
| kind of cell | after synthesis | count (layout) | synth area share |
|---|---|---|---|
| and+or+nand+nor | 6502 | 6502 | 0.1236 |
| DFF | 6236 | 6236 | 0.6956 |
| xor gates and xnor gates | 2627 | 2627 | 0.08666 |
| muxes | 263 | 263 | 0.01101 |
| adders and majority gates | 20 | 20 | 0.0009425 |
| buffers and inverters | 1343 | 2678 | 0.01945 |
| AOI/OAI and AO/OA | 2620 | 2620 | 0.06269 |
| other | 1 | 165 | 0.00001412 |
## critical path, cell delays in order
cell and delay [ns]:
sky130_fd_sc_hd__clkbuf_8 0.29, sky130_fd_sc_hd__or4_4 0.63, sky130_fd_sc_hd__nor3_4 0.12, sky130_fd_sc_hd__buf_4 0.36, sky130_fd_sc_hd__a21boi_4 0.24, sky130_fd_sc_hd__buf_4 0.44, sky130_fd_sc_hd__buf_4 0.54, sky130_fd_sc_hd__buf_4 0.53
sky130_fd_sc_hd__buf_4 0.52, sky130_fd_sc_hd__nand2_1 0.24, sky130_fd_sc_hd__nand2_1 0.15, sky130_fd_sc_hd__buf_4 0.37
No activity file was given, so power comes from the tool's default toggle rates.
